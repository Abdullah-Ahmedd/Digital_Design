<file path="flow/design.v">
module CU (
    input clk,
    input rst,  
    input wire [7:0] opcode,       
    input wire [3:0] flags,               
    input wire INTR_in,                 
	output reg [1:0] old_rb,  
	output reg [1:0] MUX_RDATA_Sel,
	output reg [1:0] MUX_DMEM_WD_Sel,
	output reg [1:0] MUX_DMEM_A_Sel,
	output reg MUX_OUT_Sel,
	output reg [1:0] PC_Sel,
	output reg [1:0] ADDR_Sel,
	output reg branch_taken_E,
	output reg is_2byte_D,
	output reg F_Save,
	output reg F_Restore,
	output reg SP_Sel,
	output reg RD2_Sel,
	output reg OUT_PORT_sel,
	output reg wr_en_dmem,  
	output reg rd_en,
	output reg wr_en_regf,  
	output reg is_ret,
	output reg [5:0] alu_control
);
	localparam  IDLE = 2'b00, SECOND_BYTE = 2'b01;
	reg [1:0] current_state, next_state;
	reg [7:0] storage;
	reg [3:0] instr_opcode ;
	reg [1:0] instr_ra  ;
	reg [1:0] instr_rb ;
	reg [1:0] instr_brx ;
	always @ (posedge clk or negedge rst)
		begin
			if(~rst)
			begin
				current_state <= IDLE ;
			end
			else
			begin
				current_state <= next_state ;
			end
		end
	always @ (*)
		begin
			next_state = IDLE;
			instr_opcode = opcode[7:4];
			instr_ra = opcode[3:2];
			instr_rb = opcode[1:0];
			instr_brx = opcode[3:2];
			case (current_state)
				IDLE   :  begin
								if (~rst)
									begin
										old_rb = 2'b00;
										MUX_RDATA_Sel =  2'b00; 
										MUX_DMEM_WD_Sel =  2'b00; 
										MUX_DMEM_A_Sel =  2'b00; 
										MUX_OUT_Sel = 0; 
										PC_Sel = 2'b01;  
										ADDR_Sel = 2'b00;
										wr_en_dmem = 0; 
										rd_en  = 0;
										wr_en_regf  = 0; 
										is_ret  = 0; 
										alu_control = 6'b000000;  
										branch_taken_E = 0;
										F_Save = 0;
										F_Restore = 0;
										SP_Sel = 0;
										storage = 8'b00000000;
										RD2_Sel = 0;
										OUT_PORT_sel=1'b0;
									end
								else if (INTR_in)
									begin
										old_rb = 2'b00;
										MUX_RDATA_Sel =  2'b00;  
										MUX_DMEM_WD_Sel =  2'b11;  
										MUX_DMEM_A_Sel =  2'b01;   
										PC_Sel = 2'b10;  
										ADDR_Sel = 2'b10;  
										wr_en_dmem = 1; 
										rd_en  = 0;
										wr_en_regf  = 1; 
										is_ret  = 0; 
										alu_control = 6'b100000;  
										branch_taken_E = 0;
										F_Save = 1;
										SP_Sel = 0;  
									end
								else if (instr_opcode == 'd12)
									begin
									storage = opcode;
									next_state = SECOND_BYTE; 
									is_2byte_D = 1'b1 ;  
										MUX_RDATA_Sel =  2'b00; 
										MUX_DMEM_WD_Sel =  2'b00; 
										MUX_DMEM_A_Sel =  2'b00; 
										MUX_OUT_Sel = 0; 
										PC_Sel = 2'b00;
										ADDR_Sel = 2'b00;
										wr_en_dmem = 0; 
										rd_en  = 0;
										wr_en_regf  = 0; 
										is_ret  = 0; 
										alu_control = 6'b000000; 
										branch_taken_E = 0;
										F_Save = 0;
										F_Restore = 0;
										SP_Sel = 0;
										RD2_Sel = 0;
										OUT_PORT_sel=1'b0;
									end
								else 
									begin
											case (instr_opcode)
												4'b0000: begin
													alu_control = 6'b000000;  
						                            PC_Sel = 2'b00;  
						                        end
												4'b0001: begin
													alu_control = 6'b000001;  
						                            ADDR_Sel = 2'b00;  
						                            MUX_RDATA_Sel = 2'b01;  
						                            wr_en_regf = 1'b1;
						                            PC_Sel = 2'b00;  
						                        end
												4'b0010: begin
						                            alu_control = 6'b000010;     
						                            MUX_OUT_Sel = 1'b1;          
						                            ADDR_Sel = 2'b00;            
						                            MUX_RDATA_Sel = 2'b10;  	 
						                            wr_en_regf = 1'b1;
						                            PC_Sel = 2'b00;	             
						                        end
												4'b0011: begin
						                            alu_control = 6'b000011;  
						                            MUX_OUT_Sel = 1'b1;		  
						                            ADDR_Sel = 2'b00;         
						                            MUX_RDATA_Sel = 2'b10;    
						                            wr_en_regf = 1'b1;
						                            PC_Sel = 2'b00;           
						                        end
												4'b0100: begin
						                            alu_control = 6'b000100;  
						                            MUX_OUT_Sel = 1'b1;       
						                            ADDR_Sel = 2'b00;		  
						                            MUX_RDATA_Sel = 2'b10;    
						                            wr_en_regf = 1'b1;
						                            PC_Sel = 2'b00;           
						                        end
												4'b0101: begin
						                            alu_control = 6'b000101;  
						                            MUX_OUT_Sel = 1'b1;       
						                            ADDR_Sel = 2'b00;		  
						                            MUX_RDATA_Sel = 2'b10;    
						                            wr_en_regf = 1'b1;
						                            PC_Sel = 2'b00;           
						                        end
												4'b0110: begin
						                            case (instr_ra)
						                                2'b00: begin  
						                                    alu_control = 6'b001010;  
						                                    MUX_OUT_Sel = 1'b1;       
						                                    ADDR_Sel = 2'b01;         
						                                    MUX_RDATA_Sel = 2'b10;    
						                                    wr_en_regf = 1'b1;
						                                end
						                                2'b01: begin  
						                                    alu_control = 6'b001011;   
						                                    MUX_OUT_Sel = 1'b1;        
						                                    ADDR_Sel = 2'b01;          
						                                    MUX_RDATA_Sel = 2'b10;     
						                                    wr_en_regf = 1'b1;
						                                end
						                                2'b10: begin  
						                                    alu_control = 6'b001000;   
						                                end
						                                2'b11: begin  
						                                    alu_control = 6'b001001;    
						                                end
						                            endcase
						                            PC_Sel = 2'b00;     
						                        end
												4'b0111: begin
						                            case (instr_ra)
						                                2'b00: begin  
						                                	alu_control = 6'b001010;  
						                                    MUX_DMEM_WD_Sel = 2'b01;  
						                                    MUX_DMEM_A_Sel = 2'b01;   
						                                    wr_en_dmem = 1'b1;
						                                    PC_Sel = 2'b00;
						                                end
						                                2'b01: begin  
						                                	alu_control = 6'b001011;  
						                                	SP_Sel = 1'b1;  
						                                    MUX_DMEM_A_Sel = 2'b10;  
						                                    MUX_OUT_Sel = 1'b0;  
						                                    rd_en = 1'b1;
						                                    wr_en_regf = 1'b1;
						                                    ADDR_Sel = 2'b01;  
						                                    PC_Sel = 2'b00;
						                                end
						                                2'b10: begin  
						                                    alu_control = 6'b001100;  
														    PC_Sel = 2'b00;       
														    OUT_PORT_sel=1'b1;
						                                end
						                                2'b11: begin  
						                                	alu_control = 6'b001101;  
						                                    wr_en_regf = 1'b1;
						                                    MUX_RDATA_Sel=2'b01;   
						                                    ADDR_Sel = 2'b01;      
						                                    PC_Sel = 2'b00;
						                                end
						                            endcase
						                        end
												4'b1000: begin
													case (instr_ra)
														2'b00: begin   
															alu_control = 6'b001110;
															wr_en_regf = 1'b1;
															ADDR_Sel = 2'b01;  
															MUX_OUT_Sel = 1;  
															MUX_RDATA_Sel = 2'b10;  
															wr_en_dmem = 0; 
															rd_en  = 0;
															RD2_Sel = 0;
														end
														2'b01: begin   
															alu_control = 6'b001111;
															wr_en_regf = 1'b1;
															ADDR_Sel = 2'b01;  
															MUX_OUT_Sel = 1;  
															MUX_RDATA_Sel = 2'b10;  
															wr_en_dmem = 0; 
															rd_en  = 0;	
															is_ret  = 0;
															RD2_Sel = 0; 							
														end
														2'b10: begin   
															alu_control = 6'b010000;
															wr_en_regf = 1'b1;
															ADDR_Sel = 2'b01;  
															MUX_OUT_Sel = 1;  
															MUX_RDATA_Sel = 2'b10;  
															wr_en_dmem = 0; 
															rd_en  = 0;		
															is_ret  = 0; 
															RD2_Sel = 0;		
														end
														2'b11: begin   
															alu_control = 6'b010001;
															wr_en_regf = 1'b1;
															ADDR_Sel = 2'b01;  
															MUX_OUT_Sel = 1;  
															MUX_RDATA_Sel = 2'b10;  
															wr_en_dmem = 0; 
															rd_en  = 0;		
															is_ret  = 0; 	
															RD2_Sel = 0;					
														end
													endcase
													PC_Sel = 2'b00;  
												end
												4'b1001: begin
						                            branch_taken_E = 1'b0;
						                            case (instr_brx)
						                                2'b00: begin  
						                                	alu_control = 6'b010010;  
						                                    if (flags[3] == 1'b1) begin    
						                                        alu_control = 6'b010111;  
						                                        MUX_OUT_Sel = 1'b1;  
						                                        PC_Sel = 2'b11;  
						                                        is_ret  = 1'b0; 
						                                        branch_taken_E = 1'b1;
						                                    end else PC_Sel = 2'b00;
						                                end
						                                2'b01: begin  
						                                	alu_control = 6'b010011;  
						                                    if (flags[2] == 1'b1) begin     
						                                        alu_control = 6'b010111;  
						                                        MUX_OUT_Sel = 1'b1;  
						                                        PC_Sel = 2'b11;  
						                                        is_ret  = 1'b0; 
						                                        branch_taken_E = 1'b1;
						                                    end else PC_Sel = 2'b00;
						                                end
						                                2'b10: begin  
						                                	alu_control = 6'b010100;  
						                                    if (flags[1] == 1'b1) begin     
						                                        alu_control = 6'b010111;  
						                                        MUX_OUT_Sel = 1'b1;  
						                                        PC_Sel = 2'b11;  
						                                        is_ret  = 1'b0; 
						                                        branch_taken_E = 1'b1;
						                                    end else PC_Sel = 2'b00;
						                                end
						                                2'b11: begin  
						                                	alu_control = 6'b010101;  
						                                    if (flags[0] == 1'b1) begin     
						                                        alu_control = 6'b010111;  
						                                        MUX_OUT_Sel = 1'b1;  
						                                        PC_Sel = 2'b11;  
						                                        is_ret  = 1'b0; 
						                                        branch_taken_E = 1'b1;
						                                    end else PC_Sel = 2'b00;
						                                end
						                            endcase
						                        end
												4'b1010: begin
						                            alu_control = 6'b010110;  
						                            if (flags[3] != 1'b0) begin
						                                PC_Sel = 2'b11;  
						                                branch_taken_E = 1'b1;
						                            end else begin
						                                PC_Sel = 2'b00;
						                            end
						                            MUX_RDATA_Sel=2'b10;
						                            MUX_OUT_Sel=1'b1;
						                            wr_en_regf = 1'b1;  
						                            ADDR_Sel = 2'b00;  
						                        end
												4'b1011: begin
													case (instr_brx)
														2'b00: begin   
															alu_control = 6'b010111;  
															MUX_OUT_Sel = 1;  
															PC_Sel = 2'b11;  
															is_ret  = 0; 
															branch_taken_E = 1;  
															wr_en_dmem = 0; 
															rd_en  = 0;
															wr_en_regf  = 0; 
															F_Save = 0;
															F_Restore = 0;
															RD2_Sel = 0;
														end
														2'b01: begin   
															alu_control = 6'b011000;  
															MUX_OUT_Sel = 1;   
															PC_Sel = 2'b11;  
															is_ret  = 0; 
															branch_taken_E = 1;  
															MUX_RDATA_Sel =  2'b00; 
															MUX_DMEM_A_Sel =  2'b01;   
															MUX_DMEM_WD_Sel =  2'b10;  
															ADDR_Sel = 2'b10;  
															wr_en_dmem = 1; 
															rd_en  = 0;
															wr_en_regf  = 1;
															SP_Sel = 0;  
															F_Save = 0;
															F_Restore = 0;
															RD2_Sel = 0;
														end
														2'b10: begin   
															MUX_RDATA_Sel =  2'b00;  
															MUX_DMEM_A_Sel =  2'b10;  
															MUX_OUT_Sel = 0;  
															PC_Sel = 2'b11;  
															ADDR_Sel = 2'b10;  
															wr_en_dmem = 0; 
															rd_en  = 1; 
															wr_en_regf  = 1; 
															is_ret  = 1;  
															alu_control = 6'b011001;  
															branch_taken_E = 0;
															F_Save = 0;
															F_Restore = 0;
															SP_Sel = 1;  
															RD2_Sel = 0; 
														end
														2'b11: begin   
															MUX_RDATA_Sel =  2'b00;  
															MUX_DMEM_A_Sel =  2'b10;  
															MUX_OUT_Sel = 0;  
															PC_Sel = 2'b11;  
															ADDR_Sel = 2'b10;  
															wr_en_dmem = 0; 
															rd_en  = 1; 
															wr_en_regf  = 1; 
															is_ret  = 1;  
															alu_control = 6'b011010;  
															branch_taken_E = 0;
															F_Save = 0;
															F_Restore = 1;  
															SP_Sel = 1;  
															RD2_Sel = 0;
														end
													endcase
												end
												4'b1101: begin
													MUX_RDATA_Sel =  2'b10;  
													MUX_DMEM_A_Sel =  2'b00;  
													MUX_OUT_Sel = 0;   
													PC_Sel = 2'b00;  
													ADDR_Sel = 2'b01;  
													wr_en_dmem = 0; 
													rd_en  = 1;
													wr_en_regf  = 1; 
													is_ret  = 0; 
													alu_control = 6'b011110;  
													branch_taken_E = 0;
													RD2_Sel = 0;
												end
												4'b1110: begin
													MUX_DMEM_WD_Sel =  2'b01;  
													MUX_DMEM_A_Sel =  2'b00;  
													PC_Sel = 2'b00;  
													wr_en_dmem = 1; 
													rd_en  = 0;
													wr_en_regf  = 0; 
													is_ret  = 0; 
													alu_control = 6'b011111;  
													branch_taken_E = 0;
													RD2_Sel = 0;
												end
												default: begin
													PC_Sel = 2'b00;
													wr_en_dmem = 0; 
													rd_en  = 0;
													wr_en_regf  = 0; 
													is_ret  = 0; 
													alu_control = 6'b000000;  
													RD2_Sel = 0;
												end
											endcase
									end
				end	
				SECOND_BYTE  :  begin
								instr_opcode = storage[7:4];
								instr_ra = storage[3:2];
								instr_rb = storage[1:0];
								next_state = IDLE;
								old_rb = storage[1:0];
								PC_Sel = 2'b00;  
								if (instr_ra == 2'b00) begin   
									MUX_RDATA_Sel =  2'b11;  
									MUX_OUT_Sel = 1;  
									ADDR_Sel = 2'b11;  
									wr_en_dmem = 0; 
									rd_en  = 0;
									wr_en_regf  = 1; 
									is_ret  = 0; 
									alu_control = 6'b011011;  
									branch_taken_E = 0;
									F_Save = 0;
									F_Restore = 0;
									RD2_Sel = 0;
								end else if (instr_ra == 2'b01) begin   
									MUX_RDATA_Sel =  2'b10;  
									MUX_DMEM_A_Sel =  2'b11;  
									MUX_OUT_Sel = 0;  
									ADDR_Sel = 2'b11;  
									wr_en_dmem = 0; 
									rd_en  = 1;
									wr_en_regf  = 1; 
									is_ret  = 0; 
									alu_control = 6'b011100;  
									branch_taken_E = 0;
									F_Save = 0;
									F_Restore = 0;
									RD2_Sel = 0;
								end else if (instr_ra == 2'b10) begin   
									MUX_DMEM_WD_Sel =  2'b01;  
									MUX_DMEM_A_Sel =  2'b11;  
									wr_en_dmem = 1; 
									rd_en  = 0;
									wr_en_regf  = 0; 
									is_ret  = 0; 
									alu_control = 6'b011101;  
									branch_taken_E = 0;
									F_Save = 0;
									F_Restore = 0;
									RD2_Sel = 1;  
								end
				end
				default : begin
							next_state = IDLE;
				end  
			endcase 
		end
endmodule
</file>
<file path="flow/run.sh">
#!/bin/bash
# OpenROAD 26Q1-2900-gdf79404cd8, Yosys 0.63+post, stock flow scripts
make -C /OpenROAD-flow-scripts/flow DESIGN_CONFIG=/design/flow/config.mk WORK_HOME=/design/flow/orfs finish
</file>
<file path="flow/config.mk">
export PLATFORM = sky130hd
export DESIGN_NAME = CU
export DESIGN_NICKNAME = CU
export VERILOG_FILES = /design/flow/design.v
export SDC_FILE = /design/flow/constraint.sdc
export NUM_CORES = 4
export LEC_CHECK = 1
export CORE_UTILIZATION = 30
</file>
<file path="flow/constraint.sdc">
current_design CU

set clk_period 1.7
set clk_io_pct 0.2

create_clock -name clk0 -period $clk_period [get_ports {clk}]

set non_clock_inputs [all_inputs -no_clocks]
set_input_delay [expr $clk_period * $clk_io_pct] -clock clk0 $non_clock_inputs
set_output_delay [expr $clk_period * $clk_io_pct] -clock clk0 [all_outputs]
</file>
==> results.toml <==
# flow metrics
[global_routing]
antenna_found_initial = 0
grt_overflow = 0
grt_max_degree = 39
grt.total_usage_pct = 20.6
first_global_vias = 2177
grt_pass1_wl_um = 11700

[hold_path]
hp-class = "in2async"

[setup_path]
max_stage_delay_ps = 470
cp.required_ps = 1850
cp_max_fo = 6
crit_arrival_ps = 1380
worstPathCellList = "clkdlybuf4s50_1 > and2b_2 > and2_1 > nand2b_1"
crit_slowest_cell = "clkdlybuf4s50_1"
cp-end-kind = "register"
reg2reg_depth = 3
critPathKind = "in2reg"
startpoint_type = "input pin"

[sta]
final-setup-viol-count = 0
fmax_mhz = 814
worst_pin_slew_ps = 642
slew_headroom_pct = 57.2
finalCritPeriodShare_pct = 72.3
tns_ps = 0
period_needed_ps = 1230
hold_viol = 0
whs_ps = 473
unclocked_regs = 33
finClkSkew_ps = 5.28
drv_slew = 0
untimed_endpoints = 62
rsz0062_at_grt = "false"

[logic_synthesis]
synth_cell_types = 68
yosysChipArea_um2 = 2120
top_cells_by_area = "dlxtn_1 (23%), o21ai_0 (5.7%), nor2_1 (5.7%), nand2_1 (5.3%), a21oi_1 (4.7%)"
flop_cell = "dlxtn_1"
common_cells = "dlxtn_1 (33), nor2_1 (32), nand2_1 (30), o21ai_0 (24), a21oi_1 (20)"
synth_stat.cells = 298
yosys_warnings = 1
yosysTopAreaCellShare_pct = 23.3
avgSynthCellArea_um2 = 7.13
synth_cells = 298
ys_ff = 35
edf_count = 0
synth_top_cell_by_count = "dlxtn_1"
synthesis.area_um2 = 2120
synth_top_cell_by_area = "dlxtn_1"
synthArstFlopShare_pct = 5.71

[cts]
cts_setup_buffers = 0
cts_buffers = 3
holdBufCountCts = 0
cts_tree = "done"
cts_resized = 0
clk_pin_slew_ps = 30
cts_root_buffer = "clkbuf_8"
cts_buffer_depth = 2
clkLatencyLatePin_ps = 220
cts_max_level = 1

[power]
p_leak_nw = 1.14
p_per_area_nw_per_um2 = 278
irDropWorstVdd_uv = 160

[detailed_routing]
routedWlPerCell_um = 17.0
antennaDiodeCount = 0
drt_iter0_markers = 379
top_layer = "met4"
met2_length_um = 3340
drt-total-wl_um = 7260
via_per_inst = 5.66
wl_met3_um = 593
num_vias = 2413
drt-pass1-iter-count = 6
drc_errors = 0
m1WireLength_um = 3150
antenna_left = 0

[placed_design]
dpl.hpwl_um = 5580
globalplace.congestion = 0.994
io_buffers = 43

[die]
ioPinCount = 45
die_area_um2 = 7420
fp.dieW_um = 86.1
die_h_um = 86.1
rows = 30
placeableCoreArea_um2 = 6830
initCoreUtil_pct = 31.1

[run_status]
status = "complete, no violations"

[layout]
drive_above_1_share_pct = 9.09
syn2layout_area_growth_pct = 24.7

[run]
cap_violations = 0
warnings = 30
-- placed cells by master, fill, tap and decap left out, drive strengths merged, types with 6 or more instances in the layout --
| cell type | count |
|---|---|
| and2 | 8 |
| o21ai | 32 |
| ha | 6 |
| nand2 | 33 |
| dlxtn | 33 |
| nand3 | 6 |
| or2 | 7 |
| a21o | 6 |
| o22ai | 8 |
| nor2 | 33 |
| inv | 13 |
| a21oi | 20 |
| nand2b | 7 |
| buf | 9 |
| clkdlybuf4s50 | 43 |
-- layer usage --
metal	vias to the layer above	track usage [%]
li1	1116	-
met1	1102	29.8
met2	177	33.8
met3	18	1.56
met4	0	5.00
met5	-	0
-- critical path: cells and delay by family --
family | cells | cell delay [ps]
buffers and inverters | 1 | 470
AND/OR/NAND/NOR | 3 | 560
-- path summary, 6_finish.rpt --
path	start	slack [ps]	endpoint
max	INTR_in	470	current_state[0]$_DFF_PN1_
min	rst	470	current_state[1]$_DFF_PN0_
max reg2reg	current_state[1]$_DFF_PN0_	570	current_state[0]$_DFF_PN1_
min reg2reg	current_state[0]$_DFF_PN1_	590	current_state[1]$_DFF_PN0_
max in group asynchronous	rst	980	current_state[0]$_DFF_PN1_
min in group clk0	current_state[0]$_DFF_PN1_	590	current_state[1]$_DFF_PN0_
-- kinds of logic (layout without fill, tap and decap cells) --
kind of cell             after synthesis  count (layout)  share of synthesized area, %
latches                               33              33                          23.3
AND-OR/OR-AND                        106             106                          34.4
adder cells (fa/ha/maj)                6               6                          3.54
buffers and inverters                 37              69                          8.84
AND/OR/NAND/NOR                      112             112                          26.9
XOR/XNOR                               1               1                         0.413
flip-flops                             2               2                          2.42
other                                  1               1                         0.177
-- cell type report --
type	instances	area, µm²
Fill cell	704	4180
Clock buffer	4	45.0
Inverter	13	48.8
Multi-Input combinational cell	226	1390
Timing Repair Buffer	52	498
Sequential cell	35	547
Tap cell	96	120
-- flip-flops by register name (all words and copies together) (netlist names), 2 cells and up --
signal,count
old_rb,2
storage,4
MUX_DMEM_A_Sel,2
PC_Sel,2
alu_control,6
MUX_DMEM_WD_Sel,2
MUX_RDATA_Sel,2
ADDR_Sel,2
current_state,2
-- report_power, final --
part | leakage [nW] | internal (W) | switching [W]
clock network | 0.0228 | 0.000160 | 0.0000440
registers | 0.283 | 0.0000925 | 0.00000540
logic | 0.830 | 0.000171 | 0.000265
total | 1.14 | 0.000423 | 0.000314
-- stage by stage --
step | power, W | area (µm²) | util, % | cells | worst slack [ps]
2_1_floorplan | 0.000382 | 2120 | - | 298 | 634
3_3_place_gp | 0.000531 | 2600 | 38.1 | 422 | 294
3_5_place_dp | 0.000520 | 2600 | 38.1 | 422 | 272
4_1_cts | 0.000730 | 2650 | 38.8 | 426 | 475
5_1_grt | 0.000786 | 2650 | 38.8 | 426 | 451
6_report | 0.000737 | 2650 | 38.8 | 426 | 471
Power and IR drop assume default switching activity.
