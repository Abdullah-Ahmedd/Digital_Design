[design/flow/design.v]
module FIFO_wptr_wfull
#( parameter Address =3  )  
(
    input wire Wrst,
    input wire Winc,
    input wire Wclk,
    input wire [ Address : 0 ] Wq2_rptr,
    output wire [ Address - 1 : 0 ] Wadder,
    output reg [ Address : 0 ] Wptr,
    output reg Wfull
);
    reg [ Address : 0 ] Wadder_binary_current;
    reg [ Address : 0 ] Wadder_binary_next;
    reg [ Address : 0 ] Wadder_gray_next;
    always@( * )
        begin
            Wadder_binary_next = Wadder_binary_current + ( Winc & ~Wfull );
            Wadder_gray_next = ( Wadder_binary_next >> 1) ^ Wadder_binary_next ;  
        end
    always@( posedge Wclk  or  negedge Wrst ) 
        begin
            if( !Wrst )
                begin
                    Wadder_binary_current <= 0;
                    Wptr <= 0;
                end
            else
                begin
                    Wadder_binary_current <= Wadder_binary_next; 
                    Wptr <= Wadder_gray_next;
                end    
        end
    assign Wadder = Wadder_binary_current;
    always@(posedge Wclk or negedge Wrst)
        begin
            if( !Wrst )
                begin
                    Wfull<=0;
                end
            else
            Wfull <=( Wadder_gray_next [ Address ] != Wq2_rptr[Address] ) &&  
                    ( Wadder_gray_next [ Address - 1 ] != Wq2_rptr[Address - 1 ] ) &&
                    ( Wadder_gray_next [ Address - 2 : 0 ] == Wq2_rptr[ Address - 2 : 0 ] );
        end
endmodule
module Comb_logic
(
    input wire Winc,
    input wire Wfull,
output reg Wclken   
);
always@( * )
    begin
        Wclken = Winc & ~Wfull;
    end
endmodule
module FIFO_MEMORY 
#(
    parameter Data_width = 8,
    parameter Depth = 8,
    parameter Address = 3  
)
(
    input wire [ Data_width - 1 : 0 ] Wrdata,
    input wire [ Address - 1 : 0 ] Wadder,
    input wire Wclken,
    input wire Wclk,
    output reg [ Data_width - 1 : 0 ] Rdata,
    input wire [ Address - 1 : 0 ] Radder,
    input wire Rempty_flag,
    input wire Rclk
);
 reg [ Data_width - 1 : 0 ] MEM [ Depth - 1 : 0 ];
always@( posedge Wclk )
    begin
        if( Wclken )
            MEM[ Wadder ] <= Wrdata ;
    end
always@( posedge Rclk )
    begin
        if( !Rempty_flag )
        Rdata <= MEM[ Radder ];
    end
endmodule
module FIFO_rptr_rempty #( parameter Address = 3 )  
(
    input wire Rinc,
    input wire Rclk,
    input wire Rrst,
    input wire [ Address : 0 ] R2q_wptr,
    output wire [ Address - 1 : 0 ] Radder,
    output reg Rempty,
    output reg Rempty_flag,
    output reg [ Address : 0 ] Rptr
);
reg [ Address  : 0 ] Radder_binary_current;
reg [ Address  : 0 ] Radder_binary_next;
reg [ Address : 0 ] Radder_gray_next;
    always@( * )
        begin
            Radder_binary_next = Radder_binary_current + ( Rinc & ~Rempty );
            Radder_gray_next = ( Radder_binary_next >> 1 ) ^ Radder_binary_next;
        end
    always@( posedge Rclk  or  negedge Rrst )
        begin
            if( !Rrst ) 
                begin
                    Radder_binary_current <=0;
                    Rptr<=0;
                end
            else  
                begin
                    Radder_binary_current <= Radder_binary_next;
                    Rptr <= Radder_gray_next;
                end      
        end
assign Radder = Radder_binary_current;
always@( posedge Rclk  or  negedge Rrst )
    begin
        if( !Rrst )
            begin
                Rempty <= 1;
            end
        else
            begin
                Rempty <=( Radder_gray_next == R2q_wptr);
                Rempty_flag <=( Radder_gray_next == R2q_wptr);          
            end
    end
endmodule 
module BIT_SYNC
#(
parameter NUM_STAGES = 2,
parameter BUS_WIDTH = 1
)
(
    input wire [ BUS_WIDTH - 1 : 0 ] ASYNC,
    input wire CLK,
    input wire RST,
    output reg [ BUS_WIDTH - 1 : 0 ] SYNC
);
reg [ NUM_STAGES-1 : 0 ] sync_reg [ BUS_WIDTH - 1 : 0 ];
integer i;
always@( posedge CLK  or  negedge RST )
begin
    if( !RST )
        begin
            for(  i = 0  ;  i <= BUS_WIDTH - 1  ;  i = i + 1  )
                    sync_reg[ i ] <= 0;
        end
    else
        begin
            for(  i = 0  ;  i <= BUS_WIDTH - 1  ;  i = i + 1  )
                sync_reg [ i ] <= {sync_reg[ i ][ NUM_STAGES - 2 ] , ASYNC[i] };
        end     
end
always@( * )
    begin
        for(  i = 0  ;  i <= BUS_WIDTH - 1  ;  i = i + 1  )
            SYNC[ i ] = sync_reg[ i ][ NUM_STAGES - 1 ];
    end
endmodule
module ASYNC_FIFO
#(  
    parameter Data_width = 8,
    parameter Depth = 8,
    parameter Address = 3,  
    parameter NUM_STAGES= 2
)
(
    input wire Winc,
    input wire Wrst,
    input wire Wclk,
    input wire Rinc,
    input wire Rrst,
    input wire Rclk,
    input wire [ Data_width - 1 : 0 ] Wrdata,
    output wire Wfull,
    output wire Rempty,
    output wire [ Data_width - 1 : 0 ] Rdata
);
wire [ Address : 0 ] Wq2_rptr_internal;
wire [ Address - 1 : 0 ] Wadder_internal;
wire [ Address : 0 ] Wptr_internal;
wire Wclken_internal;
wire [ Address - 1 : 0 ] Radder_internal;
wire [ Address : 0 ]R2q_wptr_internal;
wire [ Address : 0 ] Rptr_internal;
wire Rempty_flag_internal;
FIFO_wptr_wfull 
#( .Address ( Address ) )
FIFO_WPTRFULL
(
.Wrst( Wrst ),
.Winc( Winc ),
.Wclk( Wclk ),
.Wq2_rptr( Wq2_rptr_internal ),
.Wadder( Wadder_internal ),
.Wptr( Wptr_internal ),
.Wfull( Wfull )
);
Comb_logic Clogic 
(
.Winc( Winc ),
.Wfull( Wfull ),
.Wclken( Wclken_internal )    
);
FIFO_MEMORY
#(
.Data_width ( Data_width ),
.Depth ( Depth ),
.Address ( Address )
)
FIFO_MEM
(
.Wrdata( Wrdata ),
.Wadder( Wadder_internal ),
.Wclken( Wclken_internal ),
.Wclk( Wclk ),
.Rdata( Rdata ),
.Radder( Radder_internal ),
.Rclk( Rclk ),
.Rempty_flag( Rempty_flag_internal )
);
FIFO_rptr_rempty
#( .Address ( Address ) )
FIFO_RPTRREMPTY
(
.Rinc( Rinc ),
.Rclk( Rclk ),
.Rrst( Rrst ),
.R2q_wptr( R2q_wptr_internal ),
.Radder( Radder_internal ),
.Rempty( Rempty ),
.Rptr( Rptr_internal ),
.Rempty_flag( Rempty_flag_internal )
);
BIT_SYNC 
#(
.NUM_STAGES( NUM_STAGES ),
.BUS_WIDTH ( Address + 1 )
)
BIT_W2q_rptr
(
.ASYNC( Rptr_internal ),
.CLK( Wclk ),
.RST( Wrst ),
.SYNC( Wq2_rptr_internal )
);
BIT_SYNC 
#(
.NUM_STAGES( NUM_STAGES ),
.BUS_WIDTH ( Address + 1 )
)
BIT_r2q_wptr
(
.ASYNC( Wptr_internal ),
.CLK( Rclk ),
.RST( Rrst ),
.SYNC( R2q_wptr_internal )
);
endmodule
[design/flow/run.sh]
#!/bin/bash
# OpenROAD 26Q1-2900-gdf79404cd8, Yosys 0.63+post, stock flow scripts
make -C /OpenROAD-flow-scripts/flow DESIGN_CONFIG=/design/flow/config.mk WORK_HOME=/design/flow/orfs finish
[design/flow/config.mk]
export PLATFORM = sky130hd
export DESIGN_NAME = ASYNC_FIFO
export DESIGN_NICKNAME = ASYNC_FIFO
export VERILOG_FILES = /design/flow/design.v
export SDC_FILE = /design/flow/constraint.sdc
export NUM_CORES = 4
export LEC_CHECK = 1
export CORE_UTILIZATION = 40
[design/flow/constraint.sdc]
current_design ASYNC_FIFO

set clk_period 4.1
set clk_io_pct 0.2

create_clock -name clk0 -period $clk_period [get_ports {Rclk}]
create_clock -name clk1 -period $clk_period [get_ports {Wclk}]

set non_clock_inputs [all_inputs -no_clocks]
set_input_delay [expr $clk_period * $clk_io_pct] -clock clk0 $non_clock_inputs
set_output_delay [expr $clk_period * $clk_io_pct] -clock clk0 [all_outputs]
==> run summary <==
Implementation results are summarized by area below.

Run status
The flow ran to the end, and the final reports show no timing, DRC or antenna violations.

Synth
In this run, synthesis produced a sequential element count of 105. The leading area contributor after synthesis is sky130_fd_sc_hd__edfxtp_1. The Yosys step of the flow raised 6 warnings.

The dominant register cell in the synthesized netlist is sky130_fd_sc_hd__edfxtp_1. In the synthesized netlist, the number of instances is 195. The yosys stat cell total is 195.

In the post-synthesis netlist, the biggest area contributors are sky130_fd_sc_hd__edfxtp_1 55%, sky130_fd_sc_hd__dfrtp_1 19%, sky130_fd_sc_hd__mux4_1 9.8%, sky130_fd_sc_hd__xor2_1 2.6%, sky130_fd_sc_hd__mux2_2 2.2%. The chip area from the yosys synthesis statistics is 4010 sq um. In the synthesized netlist the async set-or-reset flop fraction comes to 30.5%. The mean area per synthesized cell is 20.6 sq um. The cell area after synthesis is 4010 sq um. The share of synthesized area occupied by flip-flops and latches is 74.7%.

The number of enable-type register cells in the synthesized netlist is 73. The number of distinct library cells after synthesis is 27. Of the post-synthesis cell area, the dominant cell type holds 54.7%.

CTS
The number of setup buffers added after CTS is 0. The clock transition at the registers of the reported paths is 0.09 ns. TritonCTS built the clock tree. The clock sink total is 105.

The count of hold-fix buffers inserted at cts is 0. In this run, post-CTS repair resized a total of 0 instances.

Final timing
Across all checked pins, the minimum headroom to the slew limit is 50.3%. The transition time of the tightest slew-check pin is 0.743 ns. Endpoints with negative setup slack in the final report add up to 0. Setup repair after global routing left no endpoint under its margin.

Across the routed clock network, the largest skew measured is 0.00860 ns. The count of final max-slew check failures is 0. The total count of hold-check failures in the final report is 0.

The tightest hold margin is 0.287 ns. The summed negative setup slack over all endpoints is 0 ns.

Detailed routing
The average detailed-routed wire length per instance is 17.2 microns. The detail route stage leaves a number of antenna-violating nets equal to 0. The total number of vias is 1779. The final antenna diode tally reported by the flow is 0. The DRC violation total left in the routed layout is recorded as 0. Detailed-route iteration 0 reported a violation count of 72. After detailed routing, the total wire length is 6440 microns.

The first-pass detailed-route iteration total is 4. Dividing the detail-routed via count by the number of cells gives 4.76.

Finish
The relative area change from synthesis to final layout is 15.8%. The final standard cell count with taps included and fillers excluded is 374. The register with the most flip-flops in the layout has 64 of them.

The post-layout utilization of the core is 47.7%. The fraction of final layout cells sized beyond drive strength 1 is 17.4%. The top register by number of flip-flops is FIFO_MEM.MEM.

Worst setup path
The longest incremental delay of any stage on the critical path is reported as 0.45 ns. The script reports the combined buffer and inverter count of the critical path as 1. The timing report attributes the biggest portion of critical-path delay to simple AND/OR/NAND/NOR gates. For reference, the critical path cell chain is clkdlybuf4s50_1, nor2b_1, ha_1, ha_1, xor2_4, xor2_1, or3_1, a211oi_2. For the worst setup path, the data required time is 4.37 ns. Counting buffers and inverters, the worst setup path is 8 cells deep. The kind of end point of the critical path is a flip-flop. The signal arrival time at the worst endpoint is 2.90 ns.

The critical path maximum fanout is 4. Per the STA report, the cell with the highest stage delay on the worst path is sky130_fd_sc_hd__clkdlybuf4s50_1. Per STA, the library cell used most along the worst path is sky130_fd_sc_hd__ha_1. The type of the worst setup path is in -> reg. Logic depth along the worst register-to-register path is recorded as 7.

The worst setup path is launched from a primary input.

Power and ir drop
The flow reported a cell area power density of 701 nW/um^2. The highest ir drop seen on vdd is 0.000263 V. The cell-internal power is 2280 uW. The sequential group share of total power is 49.7%. The clock network accounts for 20.5% of the total power. The part of the total power dissipated in combinational logic is 29.7%. Net switching is 29.9% of the power. The net switching power in the latest report is 973 uW. The reported leakage power is 0.00168 uW.

Job
The count of max-cap constraint violations is 0. Summing over the stages, the warning tally comes to 27.

GRT
The number of global-route vias before repair is 1848. Entering global routing, the biggest net connects 23 pins. Recorded from the global router log, the overflow total was 0. The total routing resource utilization after global routing is 14.6%. The first-pass GRT wire length is 10000 microns. The initial antenna violation count is 0.

Placement
The buffer_ports step reported a buffer count of 22. Detailed placement ended at an HPWL of 3900 microns. The routability-driven placement congestion ratio is 0.749. The number of cells after detailed placement is 354.

Hold path
The worst hold path was traced through 0 stages. The class of the worst hold path is reg -> reg.

Floorplanning
After floorplanning, the core was sized to cover 9730 sq um. The total I/O pin count is 24. The vertical die dimension is 102 microns. The die outline area is 10400 sq um. The die outline width is 102 microns. The number of core rows is 36. The initial cell density of the core is 41.2%.
-- worst reg2reg max path: cells and delay by family (launching register included) --
kind / cells / cell delay (ns)
DFF: 1 / 0.39
adders and majority gates: 2 / 0.52
xor gates and xnor gates: 2 / 0.34
and+or+nand+nor: 2 / 0.55
AOI/OAI and AO/OA: 1 / 0.21
-- cell families (layout without fill, tap and decap cells) --
family                   after synthesis  after routing  share of synthesized area (%)
flip-flops                           105            105                           74.7
adder cells (fa/ha/maj)                4              4                           1.25
AND-OR/OR-AND                          3              3                          0.624
XOR/XNOR                              22             22                           5.27
buffers and inverters                  8             54                           1.56
AND/OR/NAND/NOR                       26             26                           3.24
multiplexers                          27             27                           13.4
-- cells in the final DEF (no fill, tap or decap), drive strengths merged --
cell type      count
clkinv             3
clkbuf            12
nand2b             5
mux2i              3
mux4              16
clkinvlp           2
xor2              13
nor2b              3
buf               10
a211oi             1
dfstp              1
edfxtp            73
a21boi             1
a21oi              1
nor3               3
or2                1
clkdlybuf4s50     22
inv                5
ha                 4
or3                1
xnor2              9
nor2               6
dfrtp             31
nand3              3
mux2               8
nand2              4
-- power groups by stage --
stage / Clock (uW) / Combinational (uW) / Sequential (uW)
5_1_grt: 745 / 1070 / 1650
4_1_cts: 703 / 988 / 1620
6_report: 669 / 969 / 1620
-- area by class of cell --
cell class / instances / area [sq um]
clock buffer: 12 / 165
clock inverter: 8 / 62.6
fill: 837 / 5080
inverter: 2 / 7.51
multi-input combinational: 82 / 953
sequential: 105 / 2990
tap: 133 / 166
timing repair buffer: 32 / 295
-- per-layer routing --
metal / vias up / routed length (microns) / track usage, %
li1: 827 / - / -
met1: 886 / 3040 / 23.6
met2: 56 / 2800 / 19.8
met3: 10 / 479 / 6.61
met4: 0 / 130 / 3.08
met5: - / 0 / 2.40
-- Yosys cell counts, types with 3 or more instances --
cell type and instances:
sky130_fd_sc_hd__nand2_1 4, sky130_fd_sc_hd__ha_1 4, sky130_fd_sc_hd__dfrtp_1 31, sky130_fd_sc_hd__mux2i_1 3, sky130_fd_sc_hd__nand2b_1 5, sky130_fd_sc_hd__nor3_1 3
sky130_fd_sc_hd__xor2_1 12, sky130_fd_sc_hd__edfxtp_1 73, sky130_fd_sc_hd__mux2_2 8, sky130_fd_sc_hd__nor2b_1 3, sky130_fd_sc_hd__xnor2_1 9, sky130_fd_sc_hd__mux4_1 15
sky130_fd_sc_hd__nand3_1 3, sky130_fd_sc_hd__nor2_1 6
-- worst paths after layout --
| kind | to | slack, ns | start |
|---|---|---|---|
| max | FIFO_WPTRFULL.Wfull | 1.47 | Winc |
| min | BIT_W2q_rptr.sync_reg[2][0] | 0.29 | FIFO_RPTRREMPTY.Rptr[2] |
| max reg2reg | FIFO_WPTRFULL.Wfull | 2.01 | FIFO_WPTRFULL.Wfull |
| min reg2reg | BIT_W2q_rptr.sync_reg[2][0] | 0.29 | FIFO_RPTRREMPTY.Rptr[2] |
| max in group clk0 | FIFO_RPTRREMPTY.Rempty_flag | 1.69 | Rinc |
| max in group asynchronous | BIT_r2q_wptr.sync_reg[1][1] | 2.66 | Rrst |
| min in group clk0 | BIT_r2q_wptr.sync_reg[3][1] | 0.36 | BIT_r2q_wptr.sync_reg[3][0] |
| min in group asynchronous | FIFO_WPTRFULL.Wfull | 0.90 | Wrst |
-- metrics by stage --
stage	total power [uW]	setup slack (ns)	instance area, sq um
after floorplan	2320	1.67	4010
after global placement	2620	1.15	4420
after detailed placement	2620	1.09	4420
after CTS	3310	1.48	4640
after global routing	3460	1.35	4640
final	3260	1.47	4640
No activity file was given, so power comes from the tool's default toggle rates.
