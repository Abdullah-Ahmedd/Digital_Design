--- ./run.sh ---
#!/bin/bash
# OpenROAD 26Q1-2900-gdf79404cd8, Yosys 0.63+post, stock flow scripts
make -C /OpenROAD-flow-scripts/flow DESIGN_CONFIG=/design/flow/config.mk WORK_HOME=/design/flow/orfs finish
--- ./constraint.sdc ---
current_design Data_memory

set clk_period 3.8
set clk_io_pct 0.2

create_clock -name clk0 -period $clk_period [get_ports {CLK}]

set non_clock_inputs [all_inputs -no_clocks]
set_input_delay [expr $clk_period * $clk_io_pct] -clock clk0 $non_clock_inputs
set_output_delay [expr $clk_period * $clk_io_pct] -clock clk0 [all_outputs]
--- ./design.v ---
module Data_memory
(
    input wire Write_EN,
    input wire Read_EN,
    input wire [ 7 : 0 ] WD,
    input wire [ 7 : 0 ] A,
    input wire CLK,
    input wire RST,  
    output reg [ 7 : 0 ] RD
);
    reg [ 7 : 0 ] MEM [ 0: 255 ] ;
    integer i;
always@( posedge CLK or negedge RST )
    begin
        if( !RST )
            begin
                for(  i = 0  ;  i <= 255  ;  i = i + 1 )
                MEM[ i ] <= 8'b0; 
                RD <= 8'b0;
            end
        else 
            begin
                if ( Write_EN )
                    begin
                        MEM[ A ] <= WD;             
                    end
                if ( Read_EN )
                    begin
                        RD <= MEM[ A ];
                    end
            end
    end
endmodule
--- ./config.mk ---
export PLATFORM = sky130hd
export DESIGN_NAME = Data_memory
export DESIGN_NICKNAME = Data_memory
export VERILOG_FILES = /design/flow/design.v
export SDC_FILE = /design/flow/constraint.sdc
export NUM_CORES = 4
export LEC_CHECK = 1
export CORE_UTILIZATION = 30
==> notes.md <==
Notes from the flow run.

Synthesis:
- The share of synthesized area in the top cell type comes to 0.558.
- After synthesis, the most frequently instantiated cells are sky130_fd_sc_hd__dfrtp_1 (2056), sky130_fd_sc_hd__mux2_2 (2048), sky130_fd_sc_hd__a22oi_1 (581), sky130_fd_sc_hd__clkbuf_1 (420), sky130_fd_sc_hd__nand2_1 (339).
- The run puts the async set or reset register ratio after synthesis at 1.00.
- The post-synth count of flops with an enable pin is 0.
- The run puts the share of synthesized area occupied by flip-flops and latches at 0.558.
- Averaged over all synthesized cells, the footprint is around 13 µm².
- The run puts the register bit total from synthesis at between 2000 and 2500.
- Synthesis produced a netlist whose cell count is about 7000.
- The run puts the cell count in the Yosys report at roughly 7000.
- Yosys reports a chip area of just over 90000 µm².
- Yosys printed 2 warnings.
- The cell type that accounts for the most area after synthesis is sky130_fd_sc_hd__dfrtp_1.
- Yosys attributes the largest share of cell area to sky130_fd_sc_hd__dfrtp_1 (56%), sky130_fd_sc_hd__mux2_2 (25%), sky130_fd_sc_hd__a22oi_1 (4.7%).
- The run gives the mapped cell area as 92300 µm².
- The run puts the number of distinct library cell variants in the gate-level netlist after synthesis at approximately 76.
- The run gives the main flop type after synthesis as sky130_fd_sc_hd__dfrtp_1.
- The most common cell in the synthesized netlist is sky130_fd_sc_hd__dfrtp_1.

Floorplan:
- The floorplan step defined a core boundary enclosing about 310000 µm².
- The die is 557 µm wide.
- The run puts the core utilization before placement at 0.302.
- The run gives the number of placement rows as approximately 200.
- The run puts the I/O pin count at 28.
- The vertical die dimension reported for this design is roughly 560 µm.
- The run gives the full die area as roughly 310000 µm².

Clock network:
- The run gives the number of buffers inserted during clock tree synthesis as approximately 230.
- The tree built by TritonCTS fans out to about 2100 sinks.
- Looking at the clock tree report, the maximum root-to-sink buffer count equals 4.
- CTS placed an instance of sky130_fd_sc_hd__clkbuf_16 at the clock tree root.
- TritonCTS built the clock tree.
- The run puts the clock insertion delay at the later pin of the skew report at 960 ps.
- The run gives the number of levels in the clock H-tree as 4.
- Clock-pin slew was measured on the worst setup and hold paths at 60 ps.

Timing:
- Setup repair after global routing left no endpoint under its margin.
- The run gives the time the final worst path needs with I/O delays and setup as between 3000 and 4000 ps.
- After routing, the total negative slack on setup checks comes to -310 ps.
- The run gives the post-route clock skew as roughly 70 ps.
- The run puts the highest clock frequency the design can meet at approximately 0.26 GHz.
- The run gives the final setup violation count as 6.
- Looking at the max-slew report, the worst-margin pin has a slew of between 1000 and 1500 ps.
- The run puts the share of the clock period used by the worst path at 1.02.
- The run puts the final count of pins violating max slew at 0.
- The run puts the relative slew slack at 0.0398.
- In the final report, the number of hold violations comes to 0.
- The run puts the final setup slack of the worst path at -79.0 ps.

Final layout:
- The run gives the final design area excluding fillers as between 100000 and 150000 µm².
- The run puts the area overhead of the layout relative to synthesis at 29.9%.
- The run gives the number of filler cells placed in the layout as between 20000 and 30000.
- The run gives the area of all sequential standard cells as ~50000 µm².
- The run puts the multi-input combinational cell area at between 30000 and 40000 µm².
- The run gives the layout cell share with drive strength beyond 1 as 0.486.

Setup path:
- The run puts the required time at the endpoint of the critical path at about 4600 ps.
- The run gives the depth of the worst register-to-register path as 11.
- For reference, the most critical setup path is categorized as input port to flip-flop.
- The run puts the signal arrival time at the worst endpoint at between 4000 and 5000 ps.
- The run gives the worst setup path endpoint as RD[1].
- Looking at the reg2reg group, the worst path starts from MEM[155][2].
- The run puts the top fanout value on the critical path at 25.
- The run gives the type of element launching the critical path as an input port.
- The run gives the worst reg2reg path endpoint as RD[2].
- OpenSTA lists the critical path startpoint as A[3].
- The run gives the reg2reg setup slack as 320 ps.
- The worst setup path is captured at a flip-flop.

Routing:
- The run gives the average wire per standard cell as 41.4 µm.
- Per the post-route antenna check, the number of violating nets is 0.
- The run puts the violation tally from detailed-route iteration zero at ~6300.
- The run puts the number of search-and-repair iterations in the first detailed-routing pass at 13.
- The run puts the residual DRC count at 0.
- Per the detail_route report, vias per standard cell equal between 5 and 6.
- The run puts the via total after detailed routing at between 70000 and 80000.
- The run puts the detailed-route wire length at 522 mm.

Power and ir drop:
- The run gives the total design power as between 50 and 60 mW.
- Per the summary, power density relative to cell area is between 400 and 500 nW/µm².
- The run puts the static leakage power at approximately 57 nW.
- The run gives the worst ir drop on vdd as approximately 370 µV.

Flow run:
- The run puts the total number of warnings across the stage logs at between 40 and 50.
- In this run the maximum-capacitance check reported violations numbering 0.

Placement:
- The run gives the post-placement worst setup slack as -1820 ps.
- The run gives the port buffer count as 27.
- In the placement report, post-DP HPWL is listed as 396 mm.
- The run gives the last weighted congestion value of the routability-driven placer as between 1 and 1.5.
- The run puts the placed instance area at ~110000 µm².

Run status:
- The run finished, with violations left.
- The checks that failed: setup timing.

Global routing:
- The run puts the final global-route overflow total at 0.
- Entering global routing, the biggest net connects 136 pins.
- The run puts the initial antenna violation count at between 50 and 60.
- The run puts the all-layer global routing usage at 0.350.
- The run gives the number of global-route vias before repair as 73500.
- The run gives the first-pass GRT wire length as 693 mm.

Hold path:
- The worst hold path belongs to the class input port to flip-flop.
==> area by class of cell <==
cell class | instances | share of cell area
clock buffer | 330 | 0.0561
clock inverter | 85 | 0.00943
multi-input combinational | 4376 | 0.324
antenna | 30 | 0.000627
tap | 4100 | 0.0428
inverter | 5 | 0.000157
sequential | 2056 | 0.429
timing repair buffer | 1636 | 0.137
==> logic make-up (layout without fill, tap and decap cells) <==
family / after synthesis / count (layout) / share of synthesized area
DFF: 2056 / 2056 / 0.558
buffers and inverters: 599 / 2056 / 0.0265
xor gates and xnor gates: 4 / 4 / 0.000380
other: 0 / 30 / 0
AOI/OAI and AO/OA: 1388 / 1388 / 0.113
and+or+nand+nor: 929 / 929 / 0.0517
muxes: 2055 / 2055 / 0.251
==> what timing repair did <==
item | in CTS | in global routing
gates resized | 16 | 6
hold buffers | 1 | 0
endpoints found under the setup margin | 6 | 8
endpoints found under the hold margin | 42 | 0
pin swaps | 1 | 0
buffers inserted | 0 | 0
==> worst min path at each step <==
stage	startpoint	end	slack (ps)	cells after the start
4_1_cts	WD[4]	MEM[0][4]	290	2
5_1_grt	WD[4]	MEM[0][4]	310	2
6_report	WD[4]	MEM[0][4]	300	2
==> per-stage QoR <==
step,hold WS [ps],utilization,std cells
floorplan,464,-,7031
global placement,479,0.365,12200
detailed placement,484,0.365,12200
CTS,294,0.391,12600
global route,306,0.392,12600
finish,305,0.392,12600
==> where the power goes <==
part	total (mW)	internal, mW	switching, mW
Sequential	23.5	22.9	0.623
Clock	23.5	13.7	9.71
Combinational	3.73	1.42	2.31
Total	50.7	38.1	12.6
==> state kept, by name, indices dropped and copies added, names as in the netlist <==
name  flops
RD        8
MEM    2048
==> placed cells by master, fill, tap and decap left out, types with 125 or more instances in the layout <==
cell type,synthesis,routed
sky130_fd_sc_hd__buf_4,10,1284
sky130_fd_sc_hd__o22ai_1,163,161
sky130_fd_sc_hd__a22oi_1,581,581
sky130_fd_sc_hd__mux2_2,2048,2048
sky130_fd_sc_hd__nand2_1,339,337
sky130_fd_sc_hd__a32oi_1,146,146
sky130_fd_sc_hd__dfrtp_1,2056,2056
sky130_fd_sc_hd__a21oi_1,126,125
sky130_fd_sc_hd__buf_12,0,325
sky130_fd_sc_hd__nor2_1,148,147
sky130_fd_sc_hd__clkbuf_16,0,231
==> per-layer routing <==
| metal | global-route usage | up-vias | routed length (µm) |
|---|---|---|---|
| met1 | 0.445 | 38800 | 197000 |
| met2 | 0.478 | 3572 | 216000 |
| met3 | 0.178 | 1049 | 67200 |
| met5 | 0.00281 | - | 355 |
| met4 | 0.213 | 36 | 40700 |
| li1 | - | 29500 | - |
==> critical path: stages <==
cell	delay [ps]
sky130_fd_sc_hd__buf_2	160
sky130_fd_sc_hd__buf_12	180
sky130_fd_sc_hd__nand4b_1	230
sky130_fd_sc_hd__buf_4	200
sky130_fd_sc_hd__nor2_1	130
sky130_fd_sc_hd__buf_12	160
sky130_fd_sc_hd__buf_4	170
sky130_fd_sc_hd__nor4_1	750
sky130_fd_sc_hd__nand4_1	380
sky130_fd_sc_hd__a211o_1	400
sky130_fd_sc_hd__or4_1	490
sky130_fd_sc_hd__buf_4	190
sky130_fd_sc_hd__o31ai_4	230
sky130_fd_sc_hd__buf_4	180
sky130_fd_sc_hd__o21ai_1	70
Power is estimated from default activity; no workload was simulated.
